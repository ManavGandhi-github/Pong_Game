==> flow/design.v <==
`timescale 1ns / 1ps
module clock_divider #(parameter div_value = 1) (
	input wire clk,  
	output reg divided_clk = 0  
    );
integer counter = 0;
always @ (posedge clk)
begin
	if (counter == div_value)
		counter <= 0;  
	else
		counter <= counter + 1;
end
always @ (posedge clk)
begin
	if (counter == div_value)
		divided_clk <= ~divided_clk;  
	else
		divided_clk <= divided_clk;  
end
endmodule
`timescale 1ns / 1ps
module horizontal_counter(
	input clk_25MHz,
	output reg v_enable = 0,
	output reg [15:0] h_count = 0
    );
	always @ (posedge clk_25MHz)
	begin
		if (h_count < 799) begin
			h_count <= h_count + 1'b1;
			v_enable <= 0;  
		end
		else begin
			h_count <= 0;  
			v_enable <= 1;  
		end
	end
endmodule
`timescale 1ns / 1ps
module top(
	input wire clk,
	input wire btn_up,
	input wire btn_down,
	output h_sync,
	output v_sync,
	output [2:0] red,
	output [2:0] green,
	output [2:0] blue
    );
wire clk_25M;
wire [15:0] h_count;
wire [15:0] v_count;
wire v_enable;
clock_divider clock_gen(clk, clk_25M);
horizontal_counter horizontal (clk_25M, v_enable, h_count);
vertical_counter vertical (clk_25M, v_enable, v_count);
assign h_sync = (h_count < 96) ? 1'b1:1'b0;
assign v_sync = (v_count < 2) ? 1'b1:1'b0;
reg range;
always @(*) begin
	range = h_count < 784 && h_count > 143 && v_count < 515 && v_count > 34;
end
integer ball_x = 5;
integer ball_y = 5;
reg ball;
always @(*) begin
	ball = (h_count > (144 + 20*ball_x) && h_count < (144 + 20*(ball_x+1))) && (v_count > (35 + 20*ball_y) && v_count < (35 + 20*(ball_y+1)));
end
integer paddle_x = 3;
integer paddle_y = 12;
reg paddle;
always @(posedge clk) begin
	if (btn_up) paddle_y <= paddle_y - 1;
	else if (btn_down) paddle_y <= paddle_y + 1;
	else paddle_y <= paddle_y;
end
always @(*) begin
	paddle = (h_count > (144 + 20*paddle_x) && h_count < (144 + 20*(paddle_x+1))) && (v_count > (35 + 20*paddle_y) && v_count < (35 + 20*(paddle_y+5)));
end
reg [3:0] paint_r, paint_g, paint_b;
always @(*) begin
	paint_r <= (ball || paddle) ? 3'b111 : 3'b010;  
	paint_g <= (ball || paddle) ? 3'b111 : 3'b010;
	paint_b <= (ball || paddle) ? 3'b111 : 3'b111;
end
assign red = (range) ? paint_r:3'd0;
assign green = (range) ? paint_g:3'd0;
assign blue = (range) ? paint_b:3'd0;
endmodule
`timescale 1ns / 1ps
module vertical_counter(
	input clk_25MHz,
	input v_enable,
	output reg [15:0] v_count = 0
    );
	always @ (posedge clk_25MHz)
	begin
		if (v_enable == 1'b1) begin
			if (v_count < 524)
				v_count <= v_count + 1'b1;
			else 
				v_count <= 0;  
		end
	end
endmodule
==> flow/run.sh <==
#!/bin/bash
# OpenROAD 26Q1-2900-gdf79404cd8, Yosys 0.63+post, stock flow scripts
make -C /OpenROAD-flow-scripts/flow DESIGN_CONFIG=/design/flow/config.mk WORK_HOME=/design/flow/orfs finish
==> flow/config.mk <==
export PLATFORM = sky130hd
export DESIGN_NAME = top
export DESIGN_NICKNAME = top
export VERILOG_FILES = /design/flow/design.v
export SDC_FILE = /design/flow/constraint.sdc
export NUM_CORES = 4
export LEC_CHECK = 1
export CORE_UTILIZATION = 40
==> flow/constraint.sdc <==
current_design top

set clk_period 15.5
set clk_io_pct 0.2

create_clock -name clk0 -period $clk_period [get_ports {clk}]

set non_clock_inputs [all_inputs -no_clocks]
set_input_delay [expr $clk_period * $clk_io_pct] -clock clk0 $non_clock_inputs
set_output_delay [expr $clk_period * $clk_io_pct] -clock clk0 [all_outputs]
==> flow_metrics.env <==
# physical design summary
export IMPL_reg2reg_depth=13
export IMPL_avgViaCountPerCell=5.351
export IMPL_first_iter_violations=332
export IMPL_grt_pass1_wl_um=37510
export IMPL_synth_flops=96
export IMPL_synth_async_reset_ratio_pct=0
export IMPL_stdcell_count=1579
export IMPL_ys_cells=1225
export IMPL_cts_buffers=9
export IMPL_wl_um=21770
export IMPL_endpoint="red[0]"
export IMPL_simple_gate_share_pct=21.80
export IMPL_hpwlAfterDp_um=17510
export IMPL_tritoncts="yes"
export IMPL_postCtsSetupBuffers=0
export IMPL_warnings=29
export IMPL_xor_area_share_pct=13.51
export IMPL_drt_pass1_iterations=6
export IMPL_worst_setup_path_type="flip-flop to output port"
export IMPL_post_route_util_pct=43.95
export IMPL_min_path_type="flip-flop to flip-flop"
export IMPL_fmax_ghz=0.1009
export IMPL_clk_latency_ns=0.33
export IMPL_layout_drive_gt1_share_pct=5.064
export IMPL_antenna_left=0
export IMPL_dp_cells=1563
export IMPL_yosysSeqAreaShare_pct=22.39
export IMPL_worstMarginPinSlew_ns=0.9231
export IMPL_skew_ns=0.009217
export IMPL_lay_top_cells="166 x ha_1, 111 x xnor2_1, 102 x nor2_1"
export IMPL_initCoreUtil_pct=40.89
export IMPL_area_delta_synth_final_pct=7.483
export IMPL_crit_start="paddle_y[3]"
export IMPL_pin_count=14
export IMPL_timing_rr_end="paddle_y[28]"
export IMPL_rr_startpoint="paddle_y[2]"
export IMPL_critPathArrivalTime_ns=6.82
export IMPL_cts_clk_slew_worst_paths_ns=0.06
export IMPL_avgSynthCellArea_um2=8.723
export IMPL_vias=8449
export IMPL_relSlewSlack_pct=37.68
export IMPL_layout_min_cycle_time_ns=9.915
export IMPL_syn_cell_area_mm2=0.01069
export IMPL_cts_resized=0
export IMPL_drc=0
export IMPL_hold_viol_final=0
export IMPL_final_setup_tns_ns=0
export IMPL_reg2reg_setup_slack_ns=11.64
export IMPL_grt_pass1_vias=7702
export IMPL_untimed_endpoints=44
export IMPL_ys_top_logic_family="simple AND/OR/NAND/NOR gates"
export IMPL_met3WireLength_um=471
export IMPL_overflow=0
export IMPL_cts_root_buf="clkbuf_16"
export IMPL_yosysWarnings=4
export IMPL_fp_dieW_um=165.4
export IMPL_fin_ws_ns=5.585
export IMPL_ys_area_mm2=0.01069
export IMPL_cts_buffer_depth=2
export IMPL_timing_final_crit_share_pct=63.97
export IMPL_wirelength_met1_um=11710
export IMPL_ys_flop_type="dfxtp_1"
export IMPL_edf_count=47
export IMPL_cts_hold_buf=0
export IMPL_dr_max_layer_used="met4"
export IMPL_grt_max_degree=34
export IMPL_combGateArea_mm2=0.007998
export IMPL_io_buffers=13
export IMPL_crit_fanout=8
export IMPL_unclocked_pins=33
export IMPL_diodes=0
export IMPL_cp_required_ns=12.40
export IMPL_cp_start_kind="flip-flop"
export IMPL_die_area_mm2=0.02737
export IMPL_worst_setup_path_end_kind="output port"
export IMPL_finalSetupViolCount=0
export IMPL_die_y_um=165.4
export IMPL_status="finished clean"
export IMPL_place_gp_congestion=0.9050
export IMPL_synthAoiAreaFrac_pct=18.52
export IMPL_core_mm2=0.02613
export IMPL_wl_met2_um=9308
export IMPL_rows=59
export IMPL_h_tree_depth=3
export IMPL_grtUsageTotal_pct=17.03
export IMPL_synth_area_mux_share_pct=0.5855
export IMPL_place_ws_ns=5.845
export IMPL_drv_cap=0
export IMPL_syn_inst=1225
export IMPL_routedWlPerCell_um=13.79
export IMPL_fillers=2563
export IMPL_rsz0062_at_grt="false"
export IMPL_layout_cells_most_common="ha_1"
export IMPL_synth_distinct_cells=95
export IMPL_antenna_found_initial=0
export IMPL_seqCellArea_mm2=0.002392
export IMPL_adder_share_pct=20.00
export IMPL_report_final_slew_viol_count=0
layout make-up:
cell class / count / share of cell area (%)
Clock buffer: 10 / 2.179
Sequential cell: 96 / 20.83
Multi-Input combinational cell: 1064 / 69.64
Clock inverter: 6 / 0.6428
Tap cell: 335 / 3.650
Timing Repair Buffer: 17 / 1.394
Inverter: 51 / 1.667
kinds of logic after synthesis:
kind of cell / count (synthesis)
adders and majority gates: 169
xor gates and xnor gates: 164
AOI/OAI and AO/OA: 279
and+or+nand+nor: 434
DFF: 96
muxes: 6
other: 1
buffers and inverters: 76
state kept, by name, indices dropped and copies added (netlist names):
| name | flops |
|---|---|
| clock_gen.counter | 32 |
| clock_gen.divided_clk | 1 |
| horizontal.h_count | 16 |
| horizontal.v_enable | 1 |
| paddle_y | 30 |
| vertical.v_count | 16 |
synth_stat cells (29+ instances only):
library cell | number | area [um2]
o21ai_0 | 46 | 230.2
xor2_1 | 52 | 455.4
nand2_1 | 68 | 255.2
ha_1 | 166 | 2077
a21o_1 | 29 | 217.7
inv_1 | 51 | 191.4
xnor2_1 | 111 | 972.2
nand3_1 | 56 | 280.3
dfxtp_1 | 49 | 980.9
a21oi_1 | 67 | 335.3
edfxtp_1 | 47 | 1411
nor2_1 | 102 | 382.9
worst max-delay path, stage by stage (launching register included):
cell             delay, ns
edfxtp_1              0.52
ha_1                  0.33
ha_1                  0.18
inv_1                 0.06
fa_1                  0.44
nor2b_4               0.15
o22ai_1               0.10
xnor2_1               0.33
nand4_1               0.24
or4_4                 0.56
or2_1                 0.27
xor2_1                0.17
ha_1                  0.31
nand4_1               0.15
nor2_1                0.07
a2111oi_0             0.59
o311ai_0              0.45
a2111oi_4             0.38
o221ai_1              0.22
o41ai_2               0.43
clkdlybuf4s50_1       0.54
per-layer routing:
layer  track usage, %  up-vias
met5                0        -
met4            1.901        0
met3           0.9931       18
met2            26.02       79
met1            27.64     3785
li1                 -     4567
how the worst min path moves through the flow:
stage	start	to	slack (ns)	cells past startpoint
finish	clock_gen.counter[0]	clock_gen.counter[0]	0.47	1
CTS	clock_gen.counter[31]	clock_gen.counter[31]	0.48	1
global route	clock_gen.counter[0]	clock_gen.counter[0]	0.50	1
per-stage QoR:
step / hold WS, ns / instance area [um2]
after floorplan: 0.4351 / 10730
after detailed placement: 0.4692 / 11160
after global placement: 0.4631 / 11160
after CTS: 0.4812 / 11480
final: 0.4742 / 11480
after global routing: 0.5010 / 11480
