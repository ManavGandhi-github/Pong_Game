## /design/flow/run.sh

```bash
#!/bin/bash
# OpenROAD 26Q1-2900-gdf79404cd8, Yosys 0.63+post, stock flow scripts
make -C /OpenROAD-flow-scripts/flow DESIGN_CONFIG=/design/flow/config.mk WORK_HOME=/design/flow/orfs finish
```

## /design/flow/config.mk

```make
export PLATFORM = sky130hd
export DESIGN_NAME = game_clk
export DESIGN_NICKNAME = game_clk
export VERILOG_FILES = /design/flow/design.v
export SDC_FILE = /design/flow/constraint.sdc
export NUM_CORES = 4
export LEC_CHECK = 1
export CORE_AREA = 10 10 99 99
export DIE_AREA = 0 0 109 109
```

## /design/flow/constraint.sdc

```tcl
current_design game_clk

set clk_period 5.9
set clk_io_pct 0.2

create_clock -name clk0 -period $clk_period [get_ports {clk}]

set non_clock_inputs [all_inputs -no_clocks]
set_input_delay [expr $clk_period * $clk_io_pct] -clock clk0 $non_clock_inputs
set_output_delay [expr $clk_period * $clk_io_pct] -clock clk0 [all_outputs]
```

## /design/flow/design.v

```verilog
`timescale 1ns / 1ps
module game_clk (clk, game_clock, score);
	 input clk;
	 input score;
	 output reg game_clock = 0;
	 integer speed = 10000000;
	 reg [24:0] count = 25'd0;
always @ (posedge clk)
begin
	if (count == speed) 
		begin
			game_clock <= ~game_clock;
			count <= 25'd0;
			if (speed > 500000) speed <= 10000000 - (score)*1000000;
		end
	else
		begin
			count <= count + 25'd1;
		end
end
endmodule
```

==> out/metrics.cfg <==
[synthesis]
yosys_cells=134
syn_inst=134
numSynthFlops=28
yosysTopAreaCellShare_pct=39.3
netlist_area_mm2=0.00127
ys_types=27
ys_seq_share_pct=46.3
async_flop_share_pct=0
edf_count=3
ys_warn_count=1
top_cell=dfxtp_1
top_area_cell=dfxtp_1
avgSynthCellArea_um2=9.51
yosys_area_mm2=0.00127
topCellsByArea=dfxtp_1 39%, xnor2_1 7.6%, edfxtp_1 7.1%, xor2_1 4.1%, nand3_1 3.9%
synthTopCellsByCount=25 x dfxtp_1, 11 x nor2_1, 11 x xnor2_1
flop_cell=dfxtp_1

[grt]
antenna_found_initial=0
grt_pass1_vias=859
grt.overflow.total=0
grt_max_degree=16
grt_pass1_wl_um=3980
grtUsageTotal_pct=3.98

[pwr]
p_leak_uw=0.000492
clkPwrFrac_pct=35.2
switching_power_uw=56.7
pwr-share-comb_pct=0.3
switching_share_pct=19.0
p_int_uw=241
ir_drop_uv=207
cellPowerDensity_mw_per_mm2=206
p_seq_share_pct=64.5
fin_total_pwr_uw=298

[clock_tree]
cts_setup_buffers=0
h-tree-depth=1
numClockSinks=28
tritoncts.num_buffers=3
clock_latency_ns=0.27
cts_tree=done
clk_pin_slew_ns=0.09
cts_resized=0
ctsHoldBuffers=0
cts_buffer_depth=2
root_buffer=clkbuf_8

[worst_setup_path]
path_cells=clkdlybuf4s50_1
arrival_ns=1.11
cp_slowest_cell=clkdlybuf4s50_1
cp-end-kind=primary output
crit_required_ns=4.72
max_stage_delay_ns=0.47
cpLargestDelayFamily=buffers and inverters
worst-path-max-fanout=2
start_kind=flip-flop
cp.buffers_inverters=1
crit_type=reg -> out

[route]
drc_errors=0
viasPerCell=4.07
drt_pass1_iterations=4
dr.first_iter.drc_count=84
wire_per_inst_um=9.62
vias=972
drt-total-wl_um=2300
antennaDiodeCount=0
ant_nets=0

[place]
routabilityCongestion=0.801
preCtsSetupSlack_ns=3.70
port_buffers=2
hpwl_um=1610

[min_path]
hold_path_class=reg -> reg

[flow_run]
drv_cap=0
openroad.warnings=26

[floorplanning]
die_y_um=109
die_area_mm2=0.0119
rows=32
io_pins=3
coreArea_mm2=0.00773
initial_core_util_pct=16.5
die_x_um=109

[final_layout]
register_area_um2=591
area_growth_pct=13.3
drive_gt1_share_pct=4.38
logic_area_um2=628
fill_cells=848

[sta]
fin_tns_setup_ns=0
setup_slack_ns=3.61
post-route-min-period_ns=2.29
relSlewSlack_pct=65.4
slew_violations=0
worst_pin_slew_ns=0.519
skew_ns=0.00603
min_period_over_period_pct=38.8
hold_viol_final=0
hold-worst-slack_ns=0.472
setup_violations=0
rsz0062_at_grt=no
fmax_mhz=437

[status]
outcome=finished clean

[power by group through the flow]
stage                 combinational, uW  clock, uW  sequential [uW]
final                             0.840        105              192
after CTS                         0.842        107              192
after global routing               1.03        114              192
[path summary, 6_finish.rpt]
path | from | to | slack [ns] | depth (start not counted)
max reg2reg | count[7] | game_clock | 3.70 | 4
min reg2reg | count[24] | count[24] | 0.47 | 1
max | game_clock | game_clock | 3.61 | 1
min | count[24] | count[24] | 0.47 | 1
[logic make-up (layout without fill, tap and decap cells)]
kind of cell,after synthesis,after routing,share of synthesized area (%)
flops,28,28,46.3
fa+ha+maj,2,2,1.96
xor+xnor,17,17,11.7
simple gates,62,62,27.3
compound gates,14,14,8.34
buf+inv,11,14,4.42
[registers in the layout, indices dropped and copies added (netlist names)]
signal      count
count          25
speed           2
game_clock      1
[per-stage QoR]
stage,instance area (um2),util [%],cells
after global routing,1450,18.7,239
after global placement,1400,18.1,235
after detailed placement,1400,18.1,235
after floorplan,1270,-,134
final,1450,18.7,239
after CTS,1450,18.7,239
[per-layer routing]
metal  vias to the layer above  GRT usage, %  share of wire [%]
met1                       457          5.82                 51
met2                        24          5.87                 42
met4                         0         0.377               0.61
met5                         -             0                  0
li1                        489             -                  -
met3                         2          1.19                6.0
[cell usage in the layout (no fill, tap or decap), types with 4 or more instances in the layout]
cell     instances
nor3_1           4
or4_1            6
nor2_1          11
inv_1            7
dfxtp_1         25
a21oi_1          6
nand2_1          7
nand4_1          7
xnor2_1         11
xor2_1           6
o31ai_1          4
and3_1           5
nand3_1         10
[area by class of cell]
class	instances	area share, %
multi-input combinational	95	43.5
tap	102	8.83
timing repair buffer	3	1.90
clock buffer	4	3.12
sequential	28	40.9
inverter	7	1.82
Power and IR drop assume default switching activity.
